File: /design/flow/design.v
module Quadgen (input logic clk, quadA, quadB, nrst, output logic [21:0] count);
logic [2:0] quadA_delayed, quadB_delayed;
assign count_enable = quadA_delayed[1] ^ quadA_delayed[2] ^ quadB_delayed[1] ^ quadB_delayed[2];
assign count_direction = quadA_delayed[1] ^ quadB_delayed[2];
always_ff @(posedge clk) begin
	if (nrst)
		count <= 0;
	else begin
		quadA_delayed <= {quadA_delayed[1:0], quadA};
		quadB_delayed <= {quadB_delayed[1:0], quadB};
		if (count_enable)
		begin
			if (count_direction)
				count <= count + 1;
			else
				count <= count - 1;
		end
	end
end
endmodule
File: /design/flow/run.sh
#!/bin/bash
# OpenROAD 26Q1-2900-gdf79404cd8, Yosys 0.63+post, stock flow scripts
make -C /OpenROAD-flow-scripts/flow DESIGN_CONFIG=/design/flow/config.mk WORK_HOME=/design/flow/orfs finish
File: /design/flow/config.mk
export PLATFORM = sky130hd
export DESIGN_NAME = Quadgen
export DESIGN_NICKNAME = Quadgen
export VERILOG_FILES = /design/flow/design.v
export SDC_FILE = /design/flow/constraint.sdc
export NUM_CORES = 4
export LEC_CHECK = 1
export CORE_UTILIZATION = 30
File: /design/flow/constraint.sdc
current_design Quadgen

set clk_period 11.5
set clk_io_pct 0.2

create_clock -name clk0 -period $clk_period [get_ports {clk}]

set non_clock_inputs [all_inputs -no_clocks]
set_input_delay [expr $clk_period * $clk_io_pct] -clock clk0 $non_clock_inputs
set_output_delay [expr $clk_period * $clk_io_pct] -clock clk0 [all_outputs]
==> GITHUB_STEP_SUMMARY <==
## Implementation flow summary

| Metric | Value |
|---|---|
| Status | `finished, final reports clean` |
| Post-cts gate resize count | `0` |
| Root Buffer | `clkbuf_8` |
| Lkg Pwr | `between 0.7 and 0.8 nW` |
| Final RePlAce weighted congestion | `0.9180` |
| Critical path origin | `count[4]` |
| Synth cell types | `roughly 44` |
| Fin crit share | `32.67%` |
| Via count | `1727` |
| Pwr dens | `~200 nW/µm²` |
| Worst-Margin Slew | `0.8205 ns` |
| Min Tclk post-route | `3.757 ns` |
| Endpoint arrival time on the critical path | `about 1.5 ns` |
| Largest type area fraction | `a little under a quarter` |
| TritonCTS clock tree | `built` |
| Die Area | `between 6000 and 7000 µm²` |
| Max FO, Critical Path | `14` |
| First-pass GRT wire length | `7.541 mm` |
| Syn Area/Cell | `7.907 µm²` |
| Iter 0 DRT Violations | `129` |
| Setup-failing EPs final | `0` |
| Clock Sinks | `28` |
| Vias in the first global route | `1529` |
| DR vias/cell | `around 5.3` |
| Log Warnings | `25` |
| Insertion Delay late pin | `0.28 ns` |
| Critical path endpoint category | `output pin` |
| Combinational share of power | `43.8%` |
| Critical path startpoint category | `flop` |
| Port bufs | `25` |
| Min-Delay Path Class | `flop to flop` |
| Placed cell areas | `between 2000 and 2500 µm²` |
| # placed instances | `between 300 and 400` |
| Syn-to-layout area delta | `19.35%` |
| Antenna cells | `0` |
| Hold_sp | `quadB_delayed[0]` |
| Fill cells | `608` |
| Final Max Slew Viols | `0` |
| Clock transition at path regs | `around 0.1 ns` |
| CTS Hold Buffers Added | `0` |
| Hpwl dp | `3.206 mm` |
| Core footprint | `5991 µm²` |
| Final Non-Filler Cells | `325` |
| Clock share of power | `17.7%` |
| Slowest CP cell | `dfxtp_1` |
| Crit-path cells | `clkdlybuf4s50_1` |
| Peak VDD IR | `just over 0.00009 V` |
| Switching power | `between 0.15 and 0.2 mW` |
| Number of remaining DRC errors | `0` |
| Hold Violations, Final | `0` |
| FF-to-FF setup slack | `~8.7 ns` |
| Hold Path Depth | `0` |
| Hold slack | `0.4312 ns` |
| Met2 GRT Util | `22.86%` |
| FF-to-FF Start | `quadB_delayed[2]` |
| Top Usage Layer GRT | `met1` |
| Die width | `81.20 µm` |
| Share of power burned in registers | `38.5%` |
| TritonCTS Buffers | `3` |
| Syn Inst Count | `around 240` |
| R2r worst-path depth | `10` |
| Htree depth | `1` |
| Unrepaired setup endpoints after global routing | `no` |
| Final wirelength | `approximately 4.6 mm` |
| Synth flops | `28` |
| Drt first pass iters | `4` |
| Post-route ant nets | `0` |
| FP Util | `31.41%` |
| Initial antenna violation count | `0` |
| Crit Path Class | `flop to output pin` |
| Worst Skew | `0.008169 ns` |
| Synthesized cell area | `approximately 1900 µm²` |
| Gr ovfl total | `0` |
| Ys cells | `238` |
| IO Count | `26` |
| Max-Cap Viols | `0` |
| Max clock buf depth | `2` |
| Die Y | `81.20 µm` |
| Async S/R FF share, synth | `0%` |
| Global Route Usage Sum | `15.15%` |
| Ys Warns | `3` |
| FP Rows | `28` |
| Met3 GRT Util | `2.737%` |
| Hold EP | `quadB_delayed[1]` |
| Area figure in the yosys stat output | `roughly 1900 µm²` |
| Fmax | `0.2661 GHz` |
| Met1 usage | `a little under a quarter` |
| WP buf/inv | `1` |
| R2r endpoint | `count[12]` |
| Setup Fix Bufs, Post-CTS | `0` |
| EDFF count, synth | `6` |
| Crit path DRT | `9.20 ns` |
| Internal | `0.2758 mW` |
| Main flop type | `dfxtp_1` |
| Layout cells sized above 1 | `under 10%` |
| Switching share of power | `38.62%` |
| Largest net degree at the start of global routing | `26` |
| Cell taking the most area after synthesis | `dfxtp_1` |
| Seq share, synth | `between 30% and 40%` |
| Relative slew slack | `45.30%` |
| Final TNS setup | `0 ns` |
| Worst path top cell family by delay | `flip-flops` |
| Design Area, Final | `2246 µm²` |
| Slowest stage delay, CP | `0.62 ns` |
| Drt wl/cell | `approximately 14 µm` |
| Top cells by area | `dfxtp_1 23%, edfxtp_1 9.6%, mux2i_1 9.0%, nor2_1 7.2%, xnor2_1 7.0%` |
## power by group through the flow
stage / clock (mW) / combinational [mW] / sequential (mW)
after CTS: 0.0832 / 0.198 / 0.173
after global routing: 0.0869 / 0.218 / 0.179
final: 0.0794 / 0.197 / 0.173
## metrics by stage
step	utilization [%]	setup WS (ns)	total power, mW
finish	37.49	7.743	0.4492
global route	37.49	7.675	0.4844
CTS	37.49	7.730	0.4534
detailed placement	36.30	7.818	0.3706
global placement	36.30	7.829	0.3723
floorplan	-	8.442	0.3002
## final cells by class
class | instances | area [µm²] | share of cell area (%)
multi-input combinational | 187 | 1172 | 52.20
sequential | 28 | 620.6 | 27.63
tap | 75 | 93.84 | 4.178
clock inverter | 1 | 30.03 | 1.337
timing repair buffer | 29 | 280.3 | 12.48
inverter | 2 | 7.507 | 0.3343
clock buffer | 3 | 41.29 | 1.838
## layer usage
metal | vias to the layer above | routed length, µm
li1 | 884 | -
met3 | 2 | 357
met4 | 0 | 21
met2 | 64 | 1989
met5 | - | 0
met1 | 777 | 2198
## kinds of logic (layout without fill, tap and decap cells)
logic type,after synthesis,after routing,share of synthesized area (%)
mux,18,18,9.641
buf+inv,23,35,4.720
fa+ha+maj,1,1,0.6648
xor+xnor,21,21,9.774
flops,28,28,32.98
compound gates,29,29,10.64
simple gates,118,118,31.58
## how the worst max path moves through the flow
stage / endpoint / cells past startpoint
4_1_cts: count[4] / 1
5_1_grt: count[4] / 1
6_report: count[4] / 1
## registers in the layout (all words and copies together), names as in the netlist
| register | count |
|---|---|
| quadA_delayed | 3 |
| quadB_delayed | 3 |
| count | 22 |
## layout by cell type (no fill, tap or decap), drive strengths merged, types with 7 or more instances in the layout
cell,count
nand3,19
clkdlybuf4s50,25
nor3,7
xnor2,15
nand4,11
nor4,9
nor2,36
dfxtp,22
nand2,18
mux2i,17
## cell usage after synthesis (2+ instances only)
| library cell | count |
|---|---|
| nand4_1 | 11 |
| nand2b_1 | 2 |
| edfxtp_1 | 6 |
| o21ai_1 | 3 |
| nand3_1 | 19 |
| buf_2 | 2 |
| nor2_1 | 36 |
| and3_1 | 3 |
| nor3_1 | 7 |
| and2_1 | 5 |
| nand2_1 | 18 |
| a31o_2 | 2 |
| dfxtp_1 | 22 |
| nor4_1 | 8 |
| a21oi_1 | 6 |
| mux2i_1 | 17 |
| xor2_1 | 6 |
| a222oi_1 | 2 |
| clkbuf_1 | 18 |
| xnor2_1 | 15 |
| o31ai_1 | 2 |
| inv_1 | 2 |
| and4_1 | 2 |
| o21ai_0 | 3 |
| a31o_1 | 2 |
## worst register-to-register path, stage by stage, from the launching register on
cell and delay, ns:
edfxtp_1 0.43, xor2_1 0.17, buf_4 0.28, xnor2_1 0.10, ha_1 0.23, nor4_1 0.48
a21oi_1 0.17, o221ai_1 0.39, mux2i_1 0.27, xnor2_1 0.14, nor2_1 0.06
Power is estimated from default activity; no workload was simulated.
